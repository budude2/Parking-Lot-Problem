### ./config.mk
export PLATFORM = sky130hd
export DESIGN_NAME = lotTracker
export DESIGN_NICKNAME = lotTracker
export VERILOG_FILES = /design/flow/design.v
export SDC_FILE = /design/flow/constraint.sdc
export NUM_CORES = 4
export LEC_CHECK = 1
export CORE_AREA = 10 10 70 70
export DIE_AREA = 0 0 80 80
### ./constraint.sdc
current_design lotTracker

set clk_period 2.8
set clk_io_pct 0.2

create_clock -name clk0 -period $clk_period [get_ports {clk}]

set non_clock_inputs [all_inputs -no_clocks]
set_input_delay [expr $clk_period * $clk_io_pct] -clock clk0 $non_clock_inputs
set_output_delay [expr $clk_period * $clk_io_pct] -clock clk0 [all_outputs]
### ./design.v
`timescale 1ns / 1ps
module carCounter
(
    input logic clk,
    input logic rst,
    input logic inc,
    input logic dec,
    output logic err,
    output logic [3:0] count
);
logic currError, nextError;
logic [3:0] currCount, nextCount;
always_ff @(posedge clk) begin
    if(rst) begin
        currError <= 0;
        currCount <= 0;
    end
    else begin
        currError <= nextError;
        currCount <= nextCount;
    end
end
always_comb begin
    if(inc == 1) begin
        if(currCount == 4'b1111) begin
            nextError = 1;
            nextCount = currCount;
        end
        else begin
            nextError = currError;
            nextCount = currCount + 1;
        end
    end
    else if(dec == 1) begin
        if(currCount == 4'b0000) begin
            nextError = 1;
            nextCount = currCount;
        end
        else begin
            nextError = currError;
            nextCount = currCount - 1;
        end
    end
    else begin
        nextError = currError;
        nextCount = currCount;
    end
end
assign err = currError;
assign count = currCount;
endmodule
`timescale 1ns / 1ps
module carDetector
(
    input logic clk,
    input logic rst,
    input logic SD1,
    input logic SD2,
    output logic inc,
    output logic dec
);
typedef enum logic [8:0] {init = 9'h001, en1 = 9'h002, en2 = 9'h004, en3 = 9'h008, en4 = 9'h010, ex1 = 9'h020, ex2 = 9'h040, ex3 = 9'h080, ex4 = 9'h100} stateType;
stateType currState, nextState;
always_ff @(posedge clk) begin
    if(rst) begin
        currState <= init;
    end
    else begin
        currState <= nextState;
    end
end
always_comb begin
    nextState = currState;
    inc = 0;
    dec = 0;
    case(currState)
        init:
            begin
                if(SD1 == 1'b0) begin
                    nextState = en1;
                end
                else if(SD2 == 1'b0) begin
                    nextState = ex1;
                end
            end
        en1:
            begin
                if(SD1 == 1'b1) begin
                    nextState = init;
                end
                else if(SD2 == 1'b0) begin
                    nextState = en2;
                end
            end
        en2:
            begin
                if(SD2 == 1'b1) begin
                    nextState = init;
                end
                else if(SD1 == 1'b1) begin
                    nextState = en3;
                end
            end
        en3:
            begin
                if(SD1 == 1'b0) begin
                    nextState = init;
                end
                else if(SD2 == 1'b1) begin
                    nextState = en4;
                end
            end
        en4:
            begin
                inc = 1;
                nextState = init;
            end
        ex1:
            begin
                if(SD2 == 1'b1) begin
                    nextState = init;
                end
                else if(SD1 == 1'b0) begin
                    nextState = ex2;
                end
            end
        ex2:
            begin
                if(SD1 == 1'b1) begin
                    nextState = init;
                end
                else if(SD2 == 1'b1) begin
                    nextState = ex3;
                end
            end
        ex3:
            begin
                if(SD2 == 1'b0) begin
                    nextState = init;
                end
                else if(SD1 == 1'b1) begin
                    nextState = ex4;
                end
            end
        ex4:
            begin
                dec = 1;
                nextState = init;
            end
    endcase  
end
endmodule
`timescale 1ns / 1ps
module lotTracker
(
    input clk,
    input rst,
    input SD1,
    input SD2,
    output err,
    output [3:0] count
);
logic inc, dec;
carDetector detector(.clk(clk), .rst(rst), .SD1(SD1), .SD2(SD2), .inc(inc), .dec(dec));
carCounter counter(.clk(clk), .rst(rst), .inc(inc), .dec(dec), .err(err), .count(count));
endmodule
### ./run.sh
#!/bin/bash
# OpenROAD 26Q1-2900-gdf79404cd8, Yosys 0.63+post, stock flow scripts
make -C /OpenROAD-flow-scripts/flow DESIGN_CONFIG=/design/flow/config.mk WORK_HOME=/design/flow/orfs finish
==> impl_metrics.yaml <==
# implementation run metrics
cts:
  clock_latency_ns: 0.27
  max-clock-path-buffers: 2
  tritoncts.num_buffers: 3
  cts_htree_levels: 1
  clk_root_buffer_cell: "clkbuf_4"
  hold_buffers: 0
  tritoncts: "yes"
  cts.sink_count: 14
  cts.reportedPaths.clkPinSlew_ns: 0.07
  post_cts_resize_count: 0
  postCtsSetupBuffers: 0
floorplan:
  core_region_area_mm2: 0.00342
  floorplan.initialDensity: 0.185
  die_area_mm2: 0.00640
  die_w_um: 80
  chip_height_um: 80
  floorplan.rows: 21
  io-pin-count: 9
yosys:
  synth_simple_gate_area_share: 0.238
  post-synth-top-area-cell: "dfxtp_1"
  syn_area_um2: 632
  aoi_share: 0.170
  yosys-mux-area-fraction: 0.0317
  synthCells: 68
  synthesis.yosys.warnings: 2
  top_cells_area: "dfxtp_1 (44%), nor3_1 (4.8%), o21a_1 (4.8%), nor2_1 (4.2%), ha_1 (4.0%)"
  synth_adder_area_share: 0.0713
  synth_cell_types: 24
  synth_xor_xnor_area_share: 0.0277
  synth_stat.cells: 68
  yosys.area.top_type_share: 0.444
  synth.logic.top_family: "simple AND/OR/NAND/NOR gates"
  yosysChipArea_um2: 632
  ys_seq_frac: 0.444
  synth.ff_latch_count: 14
  syn-mean-instance-area_um2: 9.29
min_path:
  min_from: "detector.currState[7]"
  instance_count_along_the_most_critical_hold_path: 1
  timing.hold.worst.class: "flip-flop to flip-flop"
  worst_case_hold_path_end_point: "detector.currState[6]"
sta:
  period_minus_slack_ns: 1.86
  worst-slew-pin-transition_ns: 0.364
  setup_viol_count_final: 0
  setup-tns-final_ns: 0
  grt_setup_unrepaired: "false"
  finalClockSkew_ns: 0.00452
  hold_vio_cnt_final: 0
  max-slew-margin-rel: 0.756
  timing_max_transition_violations_final: 0
  maxClockFrequency_ghz: 0.539
  fin_crit_sh: 0.663
grt:
  grt_pass1_vias: 481
  grt_use_total: 0.0392
  grt_max_degree: 11
  grt_antenna_before_repair: 0
  grt_pass1_wl_mm: 2.15
  globalRoute.totalOverflow: 0
pwr:
  vdd.ir_drop.worst_mv: 0.105
  p_leak_nw: 0.279
  post-layout-total-power_mw: 0.328
  pwr_density_cell_mw_per_mm2: 419
placement:
  portBuffers: 8
  place.gp.congestion: 0.776
  hpwl_um: 940
routing:
  avgViaCountPerCell: 4.15
  detail_route.antenna_diodes: 0
  ant_nets: 0
  drtPass1Iterations: 4
  routedWlPerCell_um: 9.67
  detailroute.via_count: 511
  drt_iter0_markers: 41
  detail_route.wirelength_mm: 1.19
  drc: 0
worst_setup_path:
  crit_buf_inv: 1
  cpLargestDelayFamily: "buffers and inverters"
  r2r.worst_path.cells: 6
  crit_path_max_incr_delay_ns: 0.53
  maximum_fanout_encountered_on_the_critical_timing_path: 7
  cp-start-kind: "flip-flop"
  reg2reg_slack_ns: 1.06
  critPathKind: "flip-flop to output pin"
  critPathCaptureType: "output pin"
  crit-reg2reg-launch: "detector.currState[5]"
  cp.arrival_ns: 1.30
  crit_chain: "clkdlybuf4s50_1"
  regToRegEndpoint: "counter.currCount[3]"
  crit_slowest_cell: "clkdlybuf4s50_1"
  worst_ep_required_time_ns: 2.24
layout:
  filler_cell_count: 365
  layout-area-overhead-vs-synth_pct: 24.2
  post_route_cells_drive_above_1_share: 0.0909
run_status:
  status: "finished, final reports clean"
run:
  drv_cap: 0
  openroad.warnings: 25
## per-layer routing
layer  wire length (um)  vias to the layer above  track usage
li1                   -                      267            -
met1                566                      231       0.0489
met2                516                       13       0.0650
met3                106                        0       0.0148
met4                  0                        0      0.00352
met5                  0                        -            0
## kinds of logic (layout without fill, tap and decap cells)
family	Yosys count	in the layout
adder cells (fa/ha/maj)	3	3
buffers and inverters	3	12
flip-flops	14	14
multiplexers	2	2
AND-OR/OR-AND	15	15
AND/OR/NAND/NOR	29	29
XOR/XNOR	2	2
## power breakdown
part           internal (mW)  total (mW)  switching, mW
clock network         0.0497       0.107         0.0571
logic                0.00838      0.0169        0.00850
registers              0.202       0.205        0.00272
## registers in the layout, summed over array words and instances, names as in the netlist
register            cells
counter.currError       1
counter.currCount       4
detector.currState      9
## worst max path at each step
stage,startpoint,endpoint,slack (ns),depth (start not counted)
CTS,counter.currCount[0],count[0],0.93,1
global route,counter.currCount[0],count[0],0.87,1
finish,counter.currCount[0],count[0],0.94,1
## per-stage QoR
stage          hold WS [ns]  instance area, um2   util  std cells  setup slack (ns)
2_1_floorplan         0.424                 632      -         68              1.23
3_3_place_gp          0.473                 762  0.223        120              1.09
3_5_place_dp          0.472                 762  0.223        120              1.07
4_1_cts               0.491                 785  0.230        123             0.926
5_1_grt               0.524                 785  0.230        123             0.873
6_report              0.485                 785  0.230        123             0.945
## layout make-up
class	instances	area [um2]	area share
timing repair buffer	8	80.1	0.102
inverter	1	3.75	0.00478
clock buffer	3	22.5	0.0287
multi-input combinational	51	340	0.434
tap	46	57.6	0.0734
sequential	14	280	0.357
## cells in the mapped netlist (all sizes together)
cell type	count
a211oi	2
and3	2
o22ai	1
and2	1
inv	1
ha	2
o41a	1
nor2	7
clkbuf	2
nor3	6
fa	1
xor2	2
nor3b	1
nor2b	3
dfxtp	14
nand2	5
mux2i	2
o21ai	3
nand3	3
a21oi	3
or4	1
a311oi	1
o21a	4
## layout by cell type, fill, tap and decap left out, drive strengths merged
| master | netlist | final |
|---|---|---|
| xor2 | 2 | 2 |
| and3 | 2 | 2 |
| ha | 2 | 2 |
| clkbuf | 2 | 3 |
| nand3 | 3 | 3 |
| nand2 | 5 | 5 |
| nor2 | 7 | 7 |
| a211oi | 2 | 2 |
| or4 | 1 | 1 |
| a311oi | 1 | 1 |
| fa | 1 | 1 |
| nor2b | 3 | 3 |
| dfxtp | 14 | 14 |
| o21a | 4 | 4 |
| mux2i | 2 | 2 |
| nor3b | 1 | 1 |
| nor3 | 6 | 6 |
| o41a | 1 | 1 |
| o21ai | 3 | 3 |
| a21oi | 3 | 3 |
| clkdlybuf4s50 | 0 | 8 |
| inv | 1 | 1 |
| o22ai | 1 | 1 |
| and2 | 1 | 1 |
Power is estimated from default activity; no workload was simulated.
